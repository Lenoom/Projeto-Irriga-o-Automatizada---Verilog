## flow/design.v

```verilog
module dFlipFlop(input d,  
	input rstn,  
		input clk,  
		output reg q,
	output q_);
	assign q_ = !q;
		always @ (posedge clk or posedge rstn)  begin
	if (rstn)  
	q <= 0;  
			else  
				q <= d;  
	end
endmodule
module LedMatrizN(delay, Alarm, erro, H, M, L, col_1, col_2, col_3, col_4, col_5, lin_1, lin_2, lin_3, lin_4, lin_5, lin_6, lin_7);
input delay, Alarm, erro, H, M, L;
output col_1, col_2, col_3, col_4, col_5, lin_1, lin_2, lin_3, lin_4, lin_5, lin_6, lin_7;
not(nH, H);
not(nL, L);
not(nM, M);
not(nAl, Alarm);
wire Q1, Q2, Q3, Q1_, Q2_, Q3_;
dFlipFlop dff0(Q1_, 0, delay, Q1, Q1_);
dFlipFlop dff1(Q2_, 0, Q1_, Q2, Q2_);
dFlipFlop dff2(Q3_, 0, Q2_, Q3, Q3_);
and(col_1, Q1_, Q2_, Q3_);
and(col_2, Q1, Q2_, Q3_);
and(col_3, Q1_, Q2, Q3_);
and(col_4, Q1, Q2, Q3_);
and(col_5, Q1_, Q2_, Q3);
or(L1, col_1, col_2, col_3, col_4, col_5);
or(L2, col_1, col_2, col_3, col_4, col_5);
or(L3, col_1, col_2, col_3, col_4, col_5);
or(L4, col_1, col_2, col_3, col_4, col_5);
or(L5, col_1, col_2, col_3, col_4, col_5);
or(L6, col_1, col_2, col_3, col_4, col_5);
and(L_S1, L1, L, nH, nM, nAl);
and(L_S2, L2, L, nH, nM, nAl);
and(L_S3, L3, L, nH, nM, nAl);
and(L_S4, L4, L, nH, nM, nAl);
and(L_S5, L5, L, nH, nM, nAl);
and(L_S6, L6, L, nH, nM, nAl);
or(M1, col_1, col_2, col_3, col_4, col_5);
or(M2, col_1, col_2, col_3, col_4, col_5);
or(M3, col_1, col_2, col_3, col_4, col_5);
or(M5, col_1, col_2, col_3, col_4, col_5);
or(M6, col_1, col_2, col_3, col_4, col_5);
and(M_S1, M1, L, nH, M, nAl);
and(M_S2, M2, L, nH, M, nAl);
and(M_S3, M3, L, nH, M, nAl);
and(M_S5, M5, L, nH, M, nAl);
and(M_S6, M6, L, nH, M, nAl);
or(H2, col_1, col_2, col_3, col_4, col_5);
or(H3, col_1, col_2, col_3, col_4, col_5);
or(H5, col_1, col_2, col_3, col_4, col_5);
or(H6, col_1, col_2, col_3, col_4, col_5);
and(H_S2, H2, L, H, M, nAl);
and(H_S3, H3, L, H, M, nAl);
and(H_S5, H5, L, H, M, nAl);
and(H_S6, H6, L, H, M, nAl);
or(C2, col_2, col_3, col_4, col_5);
or(C3, col_2, col_3, col_4, col_5);
or(C5, col_2, col_3, col_4, col_5);
or(C6, col_2, col_3, col_4, col_5);
or(E2, col_2, col_3, col_4, col_5);
or(E3, col_2, col_3, col_4, col_5);
or(E4, col_2, col_3, col_4, col_5);
or(E5, col_2, col_3, col_4, col_5);
or(E6, col_2, col_3, col_4, col_5);
mux_2_1_1 muxEC(C4, E4, erro, caso);
or(lin_1, L_S1, M_S1);
or(lin_2, L_S2, M_S2, H_S2, E2, C2);
or(lin_3, L_S3, M_S3, H_S3, E3, C3);
or(lin_4, L_S4, M_S4, H_S4, caso);
or(lin_5, L_S5, M_S5, H_S5, E5, C5);
or(lin_6, L_S6, M_S6, H_S6, E6, C6);
endmodule
module LedMatrizR(delay, sinal_A, sinal_G, col_1, col_2, col_3, col_4, col_5, lin_1, lin_2, lin_3, lin_4, lin_5, lin_6, lin_7);
input delay, sinal_A, sinal_G;
output col_1, col_2, col_3, col_4, col_5, lin_1, lin_2, lin_3, lin_4, lin_5, lin_6, lin_7;
wire w1, w2, w3, W1_, W2_, W3_;
dFlipFlop dff0(W1_, 0, delay, w1, W1_);
dFlipFlop dff1(W2_, 0, W1_, w2, W2_);
dFlipFlop dff2(W3_, 0, W2_, w3, W3_);
and(col_1, W1_, W2_, W3_);
and(col_2, w1, W2_, W3_);
and(col_3, W1_, w2, W3_);
and(col_4, w1, w2, W3_);
and(col_5, W1_, W2_, w3);
or(A2, col_2, col_3, col_4);
or(A3, col_2, col_3, col_4);
or(A4, col_2, col_3, col_4);
or(A6, col_2, col_3, col_4);
or(A7, col_2, col_3, col_4);
and(A_S2, A2, sinal_A);
and(A_S3, A3, sinal_A);
and(A_S4, A4, sinal_A);
and(A_S6, A6, sinal_A);
and(A_S7, A7, sinal_A);
or(G2, col_2, col_3, col_4, col_5);
or(G3, col_2, col_3, col_4, col_5);
or(G4, col_2, col_3);
or(G5, col_2, col_3, col_4);
or(G6, col_2, col_3, col_4);
and(G_S2, G2, sinal_G);
and(G_S3, G3, sinal_G);
and(G_S4, G4, sinal_G);
and(G_S5, G5, sinal_G);
and(G_S6, G6, sinal_G);
or(O2, col_2, col_3, col_4);
or(O3, col_2, col_3, col_4);
or(O4, col_2, col_3, col_4);
or(O5, col_2, col_3, col_4);
or(O6, col_2, col_3, col_4);
not(nSinalA, sinal_A);
not(nSinalG, sinal_G);
and(O_S2, O2, nSinalA, nSinalG);
and(O_S3, O3, nSinalA, nSinalG);
and(O_S4, O4, nSinalA, nSinalG);
and(O_S5, O5, nSinalA, nSinalG);
and(O_S6, O6, nSinalA, nSinalG);
or(lin_2, A_S2, G_S2, O_S2);
or(lin_3, A_S3, G_S3, O_S3);
or(lin_4, A_S4, G_S4, O_S4);
or(lin_5, A_S5, G_S5, O_S5);
or(lin_6, A_S6, G_S6, O_S6);
or(lin_7, A_S7, G_S7, O_S7);
endmodule
```

## flow/run.sh

```bash
#!/bin/bash
# OpenROAD 26Q1-2900-gdf79404cd8, Yosys 0.63+post, stock flow scripts
make -C /OpenROAD-flow-scripts/flow DESIGN_CONFIG=/design/flow/config.mk WORK_HOME=/design/flow/orfs finish
```

## flow/config.mk

```make
export PLATFORM = sky130hd
export DESIGN_NAME = LedMatrizR
export DESIGN_NICKNAME = LedMatrizR
export VERILOG_FILES = /design/flow/design.v
export SDC_FILE = /design/flow/constraint.sdc
export NUM_CORES = 4
export LEC_CHECK = 1
export CORE_AREA = 10 10 70 70
export DIE_AREA = 0 0 80 80
```

## flow/constraint.sdc

```tcl
current_design LedMatrizR

set clk_period 1.1
set clk_io_pct 0.2

create_clock -name clk0 -period $clk_period [get_ports {delay}]

set non_clock_inputs [all_inputs -no_clocks]
set_input_delay [expr $clk_period * $clk_io_pct] -clock clk0 $non_clock_inputs
set_output_delay [expr $clk_period * $clk_io_pct] -clock clk0 [all_outputs]
```

==> job_summary.md <==
### Flow metrics

| Metric | Value |
|---|---|
| Pin count of the biggest net entering global routing | `8` |
| Number of cells in Yosys stat | `22` |
| Final slew viol count | `0` |
| Final setup violation count | `0` |
| Overall Power | `0.0000415 W` |
| Share of the synthesized area in the top cell type | `33.6%` |
| RD Place Congestion | `0.770` |
| Simple-gate share of the synthesized area | `18.2%` |
| I/O pin total | `15` |
| Antenna diode count | `0` |
| Number of I/O port buffers | `11` |
| Power density over cell area | `117 mW/mm^2` |
| Crit share post-route | `98.0%` |
| Post-DR wirelength/cell | `7.49 um` |
| Compound-gate portion of the synthesized area | `around 17%` |
| Number of global-route vias before repair | `194` |
| Avg Inst Size Synth | `8.13 um^2` |
| Maximum ir drop on the vdd rail | `37.3 uV` |
| DRC viols | `0` |
| Static leakage power | `about 0.14 nW` |
| Ranking of synthesized cells by area | `dfxtp_1, buf_4, nor3_1, nor3b_2, inv_1` |
| Arrival time of data at the critical path endpoint | `0.86 ns` |
| RSZ-0062 raised after global routing | `true` |
| Crit Path Category | `reg -> out` |
| Register area share after synthesis | `33.6%` |
| Ratio of cells with drive above 1 in the final layout | `a little over half` |
| Hold Fails Final Rpt | `0` |
| Remaining Overflow, GRT | `0` |
| Critical-path maximum fanout | `4` |
| Capturing element type of the critical path | `primary output` |
| Worst clock skew | `0 ns` |
| Minimum period implied by the final worst setup slack | `1.08 ns` |
| Total of warnings raised by yosys | `43` |
| Commonest cells post-synth | `buf_4, nor3_1, dfxtp_1, inv_1` |
| Adder Area Share | `0%` |
| Min-Delay Path Class | `reg -> reg` |
| Site Rows | `21` |
| Global-route wire length before repair | `910 um` |
| Antenna violations before repair | `0` |
| Crit path required time | `slightly below 0.9 ns` |
| DP Wirelength | `489 um` |
| Cell type with the highest aggregate area in the netlist | `dfxtp_1` |
| Sum of negative setup slack | `0 ns` |
| Hold-fix buffers at CTS | `0` |
| GRT Total Usage | `around 1.7%` |
| Number of unconstrained endpoints | `2` |
| Post-Route WL | `about 600 um` |
| Count of library flops with an enable pin | `0` |
| Yosys synthesis chip area | `roughly 180 um^2` |
| Logic family by area | `buffers and inverters` |
| Number of register pins that no clock reaches | `2` |
| Area of the mapped netlist | `179 um^2` |
| Ratio of routed vias to standard cells | `2.35` |
| Most used flip-flop cell | `dfxtp_1` |
| Later-pin clock latency in the skew report | `0 ns` |
| Hold path start | `dff0.q` |
| Final antenna-violating net count | `0` |
| Horizontal extent of the die | `80 um` |
| Yosys reg bits | `3` |
| Placeable core region | `roughly 0.0034 mm^2` |
| Area delta synth->final | `97.9%` |
| Number of standard cells after synthesis | `22` |
| Number of maximum-capacitance constraint violations | `0` |
| Initial cell density of the core | `5.24%` |
| Violation count after the first detailed-routing iteration | `0` |
| Via Count | `188` |
| Worst-path clk slew | `0 ns` |
| Fraction of synthesis flops using an asynchronous set or reset pin | `0%` |
| Synth cell types | `10` |
| Overall die height | `~80 um` |
| Worst reg2reg startpoint | `dff0.q` |
| Xor+xnor area frac | `0%` |
| Warning total across the stage logs | `30` |
| Maximum frequency from static timing analysis | `928 MHz` |
| First-pass DRT Iterations | `1` |
| Startpoint of the most critical setup path | `dff0.q` |
| Status | `finished clean` |
| Total Die Area | `between 0.006 and 0.007 mm^2` |
| Area fraction in mux cells | `0%` |
| Startpoint type of the worst setup path | `register` |
## sequential cells by signal, indices dropped and copies added (netlist names)
signal  flops
dff0.q      1
dff2.q      1
dff1.q      1
## worst max-delay path: stages (launching register included)
cell and delay [ns]:
dfxtp_4 0.34, buf_4 0.14, nor3_1 0.17, clkdlybuf4s15_1 0.20
## kinds of logic after synthesis
group / after synthesis
buffers and inverters: 9
and+or+nand+nor: 5
AOI/OAI and AO/OA: 3
DFF: 3
other: 2
## worst paths after layout
check | to | slack [ns] | cells past startpoint
max | col_1 | 0.02 | 3
min | dff0.q | 0.70 | 3
max reg2reg | dff0.q | 0.33 | 3
min reg2reg | dff0.q | 0.70 | 3
## timing repair
action,CTS,global route
gates resized,25,9
endpoints found under the setup margin,9,6
pin swaps,3,2
buffers inserted,2,0
## stage by stage
| step | cells | instance area (um^2) | hold WS, ns | worst slack, ns | util (%) |
|---|---|---|---|---|---|
| after floorplan | 23 | 183 | 0.457 | 0.0514 | - |
| after global placement | 78 | 335 | 0.555 | -0.504 | 9.82 |
| after detailed placement | 78 | 335 | 0.577 | -0.507 | 9.82 |
| after CTS | 80 | 350 | 0.671 | -0.0609 | 10.3 |
| after global routing | 80 | 354 | 0.732 | -0.00601 | 10.4 |
| final | 80 | 354 | 0.700 | 0.0224 | 10.4 |
## area by class of cell
type / count / area (um^2)
inverter: 5 / 18.8
sequential: 3 / 63.8
timing repair buffer: 15 / 109
multi-input combinational: 11 / 105
tap: 46 / 57.6
fill: 405 / 3060
## report_power, final
| part | internal (W) | switching (W) | leakage, nW |
|---|---|---|---|
| combinational | 0.00000397 | 0.00000297 | 0.115 |
| clock | 0 | 0 | 0 |
| sequential | 0.0000346 | 0 | 0.0250 |
| total | 0.0000385 | 0.00000297 | 0.140 |
## layer usage
metal | GRT usage (%) | part of all wire, %
met5 | 0 | 0
met4 | 0 | 0
met3 | 2.27 | 32
met2 | 2.09 | 29
met1 | 1.79 | 39
## placed cells by master, fill, tap and decap left out, drive strengths merged
cell type,instances
buf,8
dlygate4sd2,4
a21bo,1
conb,3
clkbuf,2
clkdlybuf4s15,1
o21bai,1
dfxtp,3
inv,5
nor3b,1
a41oi,1
nor3,4
Power and IR drop assume default switching activity.
